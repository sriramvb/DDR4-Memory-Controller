### /design/flow/config.mk
export PLATFORM = sky130hd
export DESIGN_NAME = WriteMod
export DESIGN_NICKNAME = WriteMod
export VERILOG_FILES = /design/flow/design.v
export SDC_FILE = /design/flow/constraint.sdc
export NUM_CORES = 4
export LEC_CHECK = 1
export CORE_AREA = 10 10 228 228
export DIE_AREA = 0 0 238 238
### /design/flow/constraint.sdc
current_design WriteMod

set clk_period 15.6
set clk_io_pct 0.2

create_clock -name clk0 -period $clk_period [get_ports {clock2x}]

set non_clock_inputs [all_inputs -no_clocks]
set_input_delay [expr $clk_period * $clk_io_pct] -clock clk0 $non_clock_inputs
set_output_delay [expr $clk_period * $clk_io_pct] -clock clk0 [all_outputs]
### /design/flow/design.v
interface C2MInterface
#(
	parameter DWIDTH = 512, AWIDTH = 32
)
(
	input logic clock,reset
);	
logic [DWIDTH-1:0] data_tran; 	 
logic [AWIDTH-1:0] addr;		 
logic rw;						 
logic valid_tran;				 
logic [2:0] tag_tran;			 
logic ack_tran;					 
logic full;						 
logic [DWIDTH-1:0] read_data;	 
logic [2:0] tag_data;			 
logic ack_data;					 
logic valid_data;				 
modport Cache_tran	(
						input 	ack_tran,tag_tran,full,reset,clock,
						output  addr, data_tran, rw, valid_tran
					);
modport Cache_data 	(
						input read_data,reset,clock,tag_data,valid_data,
						output ack_data
					);
modport Mem_tran	(
						input clock,reset,addr,data_tran,rw,valid_tran,
						output 	ack_tran,tag_tran,full
					);
modport Mem_data	(
						input ack_data,reset,clock,
						output read_data,tag_data,valid_data						
					);
endinterface
interface ControllerIF(input logic clock,reset);
logic [2-1:0] bank;
logic [2-1:0] bankgroup;
logic [15-1:0] row;
logic [10-1:0] column;
logic [512-1:0] DataIn;
logic [32-1:0] AddrIn;
logic rw_in;
logic start,done,valid,buff;
logic [3-1:0] tagfsm;
logic [512-1:0] DataOut;
logic [32-1:0] AddrOut;
logic rw_out,full,refresh,ap; 
logic [3 -1:0]tagread, tag;
logic PageMiss, PageEmpty;
logic [1:0] PageHit;
assign row = AddrOut [31:17];
assign bank = AddrOut[16:15];
assign column = {AddrOut[14:8],AddrOut[5:3]};
assign bankgroup = AddrOut[7:6];
modport Sched_FSM 	(
											output 	DataOut,AddrOut,rw_out,refresh,ap,start,tagread,PageMiss,PageEmpty,PageHit,
											input 	done,buff,tagfsm,reset,clock
										);
modport FSM_Sched	(
											output 	done,buff,tagfsm,
											input 	DataOut,bank,bankgroup,row,column,rw_out,refresh,ap,start,tagread,PageMiss,PageEmpty,PageHit
										);
modport Sched_Cache	(
											output tag,full,
											input DataIn,AddrIn,rw_in,valid,clock,reset
										);
endinterface
module ReadMod(
	input read,
	input reset,
	input [63:0] DataBus,
	output [7:0][63:0] DataHost,
	input DQS_t,
	input DQS_c);
logic [7:0][63:0] varDataHost;
assign DataHost = varDataHost;
logic [2:0] count;
always_ff @(posedge DQS_t, posedge DQS_c)
begin
	if(reset)
		count <= 3'b0;
	else 
		count <= count + 1'b1;
end
always_ff @(posedge DQS_t, posedge DQS_c) begin
	if(reset) begin
		varDataHost <= 'z;
	end
	else if(read) begin
		varDataHost[count] <= DataBus;
	end
	else begin
		varDataHost <= 'z;
	end
end
endmodule
module WriteMod(
	input clock2x,
	input reset,
	input write,
	output [63:0] DataBus,
	input [7:0][63:0] DataHost,
	output logic DQS_t,
	output logic DQS_c);
logic [63:0] varDataBus;
logic [2:0] count;
assign DataBus = varDataBus;
always_ff @(posedge clock2x)
begin
	if(reset)
		count <= 3'b0;
	else 
		count <= count + 1'b1;
end
always_ff@(posedge clock2x) begin
	if(reset)
		DQS_t = 1'b1;
	else begin
	case(write)
		1'b0: DQS_t <= 'z; 
		1'b1: DQS_t <= ~DQS_t;
	endcase
	end
end
assign DQS_c = reset?1'b1:~DQS_t;
always_ff@(negedge clock2x) begin
	if(reset)
		varDataBus <= 'z;
	else if(write)
		begin 
			varDataBus <= DataHost[count];
		end
	else
		varDataBus <= 'z;
end
endmodule
### /design/flow/run.sh
#!/bin/bash
# OpenROAD 26Q1-2900-gdf79404cd8, Yosys 0.63+post, stock flow scripts
make -C /OpenROAD-flow-scripts/flow DESIGN_CONFIG=/design/flow/config.mk WORK_HOME=/design/flow/orfs finish
==> impl_metrics.ini <==
; implementation run metrics
[run_status]
status = finished, final reports clean

[detailed_routing]
drc = 0
drt-total-wl_um = 31700
drt_pass1_iterations = 4
drtIter0Drc = 139
vias = 5762
wl_per_cell_um = 20.6
ant_nets = 0
viasPerCell = 3.74

[timing]
worstMarginPinSlew_ns = 0.755
fin_ws_ns = 3.19
setup_tns_ns = 0
setup_viol = 0
skew_ns = 0.0631
rsz0062_at_grt = false
drv_slew = 0
hold_viol = 0
relSlewSlack_pct = 49.7

[placement]
dpl_worst_slack_ns = 3.29
dpl_cell_area_um2 = 11600
place.gp.congestion = 0.933
hpwl_um = 27200
port_buffers = 579

[setup_path]
cpLargestDelayFamily = buffers and inverters
slowest_stage = clkdlybuf4s50_1
slowest_delay_ns = 0.57
r2r-start = count[0]
cp_cell_sequence = clkdlybuf4s50_1
path_depth = 1
worstSetupEndpointType = output pin
cp.required_ns = 12.48
startpoint_type = flop
cp_data_arrival_time_ns = 9.29
crit_buf_inv = 1
ff2ff_path_depth = 4
path_class = flop to output pin
crit_start = varDataBus[2]
crit_fanout = 1

[global_route]
met1_usage_pct = 11.8
antenna_found_initial = 1
grt_use_met2_pct = 18.1
grt_pass1_vias = 6916
grtUsageTotal_pct = 11.0
grt_remaining_overflow = 0
grt_max_degree = 50
busiest_layer = met2
grt_pass1_wl_um = 45100
use_met3_pct = 6.27

[power]
p_leak_nw = 4.33
ir_drop_v = 0.0000565
power_density_nw_per_um2 = 67.5

[cts]
clkLatencyLatePin_ns = 0.44
cts_tree = yes
h-tree-depth = 3
max-clock-path-buffers = 2
ctsHoldBuffers = 0
numCtsBuffers = 9
post_cts_buffers = 0
cts_sinks = 68
path_clk_slew_ns = 0.07
cts.repair.resized = 0
cts-root-buf = clkbuf_16

[job]
openroad.warnings = 90
max_cap_violations = 0

[synth]
yosysSeqAreaShare_pct = 26.0
synth_cell_types = 14
synth_flops = 68
yosysWarnings = 6
synth.largest_area_cell = mux4_2
top_area_share_pct = 55.0
synth_cells = 303
yosysCellCount = 303
yosysChipArea_um2 = 5240
ys_top_cells_by_area = mux4_2 55%, dfxtp_1 26%, mux2_2 14%
netlist_area_um2 = 5240
synth.avg_cell_area_um2 = 17.3

[cells_and_area]
syn_to_final_growth_pct = 132
drive_gt1_share_pct = 23.3
fin_area_um2 = 12200
final_util_pct = 26.0

[floorplanning]
fp_util_pct = 11.2
die_area_um2 = 56600
die_w_um = 238
die_h_um = 238
core_um2 = 46800
rows = 79
boundaryPins = 581

[worst_hold_path]
min_path_type = flop to flop
whs_path_depth = 1
hp-start = DQS_t
cell families (layout without fill, tap and decap cells):
kind of cell,after synthesis,count (layout),share of synthesized area (%)
buffers and inverters,36,665,4.37
AND/OR/NAND/NOR,5,5,0.501
flip-flops,68,68,26.0
multiplexers,192,192,68.8
adder cells (fa/ha/maj),1,1,0.239
other,0,1,0
XOR/XNOR,1,1,0.167
registers in the layout (all words and copies together) (netlist names):
| register | cells |
|---|---|
| varDataBus | 64 |
| DQS_t | 1 |
| count | 3 |
per-stage QoR:
step,std cells,hold WS (ns),power [W]
floorplan,303,0.370,0.000352
global placement,1460,0.397,0.000568
detailed placement,1460,0.399,0.000569
CTS,1539,0.424,0.000854
global route,1540,0.431,0.000889
finish,1540,0.421,0.000821
layout make-up:
type	count	area, um^2
clock buffer	9	225
sequential	68	1370
clock inverter	71	314
fill	4821	34600
timing repair buffer	585	5840
multi-input combinational	199	3650
tap	607	759
antenna	1	2.50
synthesized netlist by cell type:
master    number
nand2b_1       2
mux2_2        64
buf_2          3
xnor2_1        1
mux4_2       128
nor2b_1        1
inv_1          1
nor2_1         2
dfxtp_1       68
buf_6         11
ha_1           1
buf_4          2
clkbuf_1       9
buf_1         10
final timing paths:
path,end,slack [ns]
max,DataBus[2],3.19
min reg2reg,DQS_t,0.42
max reg2reg,varDataBus[48],4.77
min,DQS_t,0.42
layer usage:
layer / wire length, um / share of wire (%) / up-vias
li1: - / - / 2582
met1: 11200 / 35 / 2730
met2: 15400 / 48 / 410
met3: 4280 / 13 / 40
met4: 904 / 2.8 / 0
met5: 0 / 0 / -
where the power goes:
part	internal, W	total (W)	switching, W
Combinational	0.000240	0.000310	0.0000700
Clock	0.000146	0.000286	0.000140
Sequential	0.000204	0.000224	0.0000199
cell usage in the layout, fill, tap and decap left out:
cell type / n
mux4_2: 128
inv_4: 2
bufinv_16: 1
dfxtp_4: 3
diode_2: 1
inv_6: 1
mux2_2: 64
ha_1: 1
xnor2_1: 1
nand2b_1: 2
inv_1: 64
buf_4: 6
clkdlybuf4s50_1: 579
dfxtp_1: 65
clkinvlp_2: 1
clkbuf_16: 9
nor2_1: 2
nor2b_1: 1
clkinv_4: 2
Power and IR drop assume default switching activity.
