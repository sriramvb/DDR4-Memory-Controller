<file path="run.sh">
#!/bin/bash
# OpenROAD 26Q1-2900-gdf79404cd8, Yosys 0.63+post, stock flow scripts
make -C /OpenROAD-flow-scripts/flow DESIGN_CONFIG=/design/flow/config.mk WORK_HOME=/design/flow/orfs finish
</file>
<file path="config.mk">
export PLATFORM = sky130hd
export DESIGN_NAME = CalcMax
export DESIGN_NICKNAME = CalcMax
export VERILOG_FILES = /design/flow/design.v
export SDC_FILE = /design/flow/constraint.sdc
export NUM_CORES = 4
export LEC_CHECK = 1
export CORE_UTILIZATION = 40
</file>
<file path="constraint.sdc">
current_design CalcMax

set clk_period 15.8
set clk_io_pct 0.2

create_clock -name clk0 -period $clk_period

set non_clock_inputs [all_inputs -no_clocks]
set_input_delay [expr $clk_period * $clk_io_pct] -clock clk0 $non_clock_inputs
set_output_delay [expr $clk_period * $clk_io_pct] -clock clk0 [all_outputs]
</file>
<file path="design.v">
interface C2MInterface
#(
	parameter DWIDTH = 512, AWIDTH = 32
)
(
	input logic clock,reset
);	
logic [DWIDTH-1:0] data_tran; 	 
logic [AWIDTH-1:0] addr;		 
logic rw;						 
logic valid_tran;				 
logic [2:0] tag_tran;			 
logic ack_tran;					 
logic full;						 
logic [DWIDTH-1:0] read_data;	 
logic [2:0] tag_data;			 
logic ack_data;					 
logic valid_data;				 
modport Cache_tran	(
						input 	ack_tran,tag_tran,full,reset,clock,
						output  addr, data_tran, rw, valid_tran
					);
modport Cache_data 	(
						input read_data,reset,clock,tag_data,valid_data,
						output ack_data
					);
modport Mem_tran	(
						input clock,reset,addr,data_tran,rw,valid_tran,
						output 	ack_tran,tag_tran,full
					);
modport Mem_data	(
						input ack_data,reset,clock,
						output read_data,tag_data,valid_data						
					);
endinterface
interface ControllerIF(input logic clock,reset);
logic [2-1:0] bank;
logic [2-1:0] bankgroup;
logic [15-1:0] row;
logic [10-1:0] column;
logic [512-1:0] DataIn;
logic [32-1:0] AddrIn;
logic rw_in;
logic start,done,valid,buff;
logic [3-1:0] tagfsm;
logic [512-1:0] DataOut;
logic [32-1:0] AddrOut;
logic rw_out,full,refresh,ap; 
logic [3 -1:0]tagread, tag;
logic PageMiss, PageEmpty;
logic [1:0] PageHit;
assign row = AddrOut [31:17];
assign bank = AddrOut[16:15];
assign column = {AddrOut[14:8],AddrOut[5:3]};
assign bankgroup = AddrOut[7:6];
modport Sched_FSM 	(
											output 	DataOut,AddrOut,rw_out,refresh,ap,start,tagread,PageMiss,PageEmpty,PageHit,
											input 	done,buff,tagfsm,reset,clock
										);
modport FSM_Sched	(
											output 	done,buff,tagfsm,
											input 	DataOut,bank,bankgroup,row,column,rw_out,refresh,ap,start,tagread,PageMiss,PageEmpty,PageHit
										);
modport Sched_Cache	(
											output tag,full,
											input DataIn,AddrIn,rw_in,valid,clock,reset
										);
endinterface
module Compare(Count1, Count2, Index1, Index2, Max);
input [15:0]Count1, Count2;
input [2:0]Index1,Index2;
output logic [2:0] Max;
always_comb begin
	if(Count2>Count1)
		Max = Index2;
	else 
		Max = Index1;
end
endmodule
module CalcMax#(parameter BuffLength = 8)(Counters, MaxValue);
input [BuffLength - 1:0][15:0] Counters;
output logic [2:0]MaxValue;
wire [5:0][2:0]max;
Compare c0(Counters[0],Counters[1],3'd0,3'd1,max[0]);
Compare c1(Counters[2],Counters[3],3'd2,3'd3,max[1]);
Compare c2(Counters[4],Counters[5],3'd4,3'd5,max[2]);
Compare c3(Counters[6],Counters[7],3'd6,3'd7,max[3]);
Compare c4(Counters[max[0]],Counters[max[1]],max[0],max[1],max[4]);
Compare c5(Counters[max[2]],Counters[max[3]],max[2],max[3],max[5]);
Compare c6(Counters[max[4]],Counters[max[5]],max[4],max[5],MaxValue);
endmodule
</file>
==> Changelog: implementation <==
### Implementation results

- Yosys top cell area share: 0.3609
- Outcome: finished clean
- Slew Viols, Final: 0
- Syn_area_per_cell: 8.005 µm²
- Unrepaired setup endpoints after global routing: no
- Hold Buf Count CTS: 0
- Grt ovf: 0
- Placeable Area: ~9300 µm²
- Worst EP arrival: between 9 and 10 ns
- IO Pins: 131
- Total die size: approximately 10000 µm²
- Met2 usage: 0.4004
- Pin count of the biggest net entering global routing: 19
- Yosys top cell by area: ha_1
- N_diodes: 0
- Synthesized cell area: ~3900 µm²
- Routed WL per cell: 14.17 µm
- ANT nets after route: 0
- Hold WC Path Type: primary input to primary output
- Warnings from Yosys: 1
- Worst EP required: roughly 13 ns
- Routability congestion estimate: 0.8841
- Slew HR: 0.4983
- Vias in the first global route: about 3800
- # clk buffers: 0
- Critical path buffers and inverters: 4
- Commonest cells after routing, fill and taps aside: 131 x clkdlybuf4s50_1, 112 x ha_1, 102 x inv_1, 83 x mux2i_1, 37 x a21oi_1
- Top cells by area: ha_1 36%, mux2i_1 21%, inv_1 9.9%
- CP Capture Type: primary output
- CP Cell Sequence: clkdlybuf4s50_1 > inv_1 > ha_1 > a21oi_1 > o21ai_0 > a221oi_1 > or2_2 > a21oi_4 > mux2i_1 > inv_1 > ha_1 > nand4_1 > a2111oi_0 > nor3_1 > a21oi_4 > mux2_2 > ha_1 > nand4_1 > nor3_1 > o21a_1 > nor3_1 > a21oi_1 > mux2_2 > clkdlybuf4s50_1
- DR vias/cell: 5.112
- Initial antenna violation count: 0
- Layout cells sized above 1: 0.05082
- Setup Crit Path Kind: primary input to primary output
- HP Start: Counters[48]
- Die W: between 100 and 150 µm
- Gr usage total: 0.2138
- Worst hold stages: 8
- Leakage: ~0.0027 µW
- Log Warnings: 32
- Worst-path fanout max: 18
- IO buf count: 131
- Flop count: 0
- Largest stage delay, worst path: 0.62 ns
- Peak VDD IR: 0.02052 mV
- Setup tns final: 0 ns
- Minimum clock period: about 13 ns
- Met3 usage: 0.02045
- Yosys Chip Area: 3882 µm²
- Gate family responsible for the most delay along the worst path: AND-OR/OR-AND gates
- Starting Density: 0.4162
- Synthesis-to-finish area growth: 36.42%
- Cells after Synth: 485
- Worst hold slack: 7.961 ns
- Critical Path Start Type: primary input
- Setup Fix Bufs, Post-CTS: 0
- CP max-delay cell: a21oi_4
- Most used routing layer: met2
- Pre-antenna DRT Iters: 4
- Fmax: a little under 0.08 GHz
- Final hold vios: 0
- Cell Type Count: 28
- Final Cycle Share: 0.8223
- Highest-count logic cell in the final layout: clkdlybuf4s50_1
- Slew @ Worst Pin: 0.7509 ns
- First-pass GRT wire length: 16990 µm
- WHS Endpoint: MaxValue[2]
- Sequential Area: 0 µm²
- Rows: 35
- Dpl hpwl: 9590 µm
- Final WL: 10470 µm
- PD cells: 45.60 nW/µm²
- Met1 GRT Util: 0.2750
- Die height: 100.5 µm
- Register area share after synthesis: 0
- Ys cells: just under 500
- # Max-Cap Violations: 0
- Setup violations, final: 0
- Number of fillers in the final layout: 888
- Via count: between 3000 and 4000
- Post-route DRC: 0
- Post-CTS Resized: 0
- Initial DRC count: slightly above 70
## cells in the mapped netlist (all sizes together)
cell type and number:
a31oi 1, nand2 16, nor2 2, nand4 27, o21ai 9, nor3 8, mux2i 83, buf 7
nor4 6, nor2b 7, a21oi 43, mux2 17, a221oi 6, ha 112, nand3 13, a21boi 6
a2111oi 6, o21a 1, o211ai 7, inv 102, or2 6
## power breakdown
group	switching, µW	internal [µW]	leakage, µW
clock network	0	0	0
registers	0	0	0
logic	117	125	0.00267
total	117	125	0.00267
## worst max path at each step
stage	from	to	slack [ns]	cells after the start
CTS	Counters[37]	MaxValue[1]	2.67	24
global route	Counters[97]	MaxValue[1]	2.16	27
finish	Counters[37]	MaxValue[1]	2.81	24
## kinds of logic (layout without fill, tap and decap cells)
logic type               Yosys count  after routing  synth area share
buffers and inverters            109            234            0.1167
AND-OR/OR-AND                     79             79            0.1405
multiplexers                     100            100            0.2633
adder cells (fa/ha/maj)          112            112            0.3609
AND/OR/NAND/NOR                   85             85            0.1186
## per-stage QoR
step / worst slack, ns / cells / cell area (µm²) / power, µW / util
after floorplan: 4.785 / 485 / 3882 / 160.7 / -
after global placement: 2.670 / 739 / 5296 / 239.4 / 0.5678
after detailed placement: 2.691 / 739 / 5296 / 242.3 / 0.5678
after CTS: 2.670 / 739 / 5296 / 243.5 / 0.5678
after global routing: 2.161 / 739 / 5296 / 272.0 / 0.5678
final: 2.808 / 739 / 5296 / 241.5 / 0.5678
## per-layer routing
| layer | wire length, µm | vias up | part of all wire |
|---|---|---|---|
| met5 | 0 | - | 0 |
| met1 | 4901 | 1629 | 0.47 |
| li1 | - | 2032 | - |
| met4 | 101 | 0 | 0.0096 |
| met3 | 586 | 6 | 0.056 |
| met2 | 4886 | 111 | 0.47 |
## final cells by class
cell class,count,area (µm²),area share
multi-input cells,376,3433,0.6482
repair buffers,132,1319,0.2490
well taps,129,161.4,0.03047
inverters,102,382.9,0.07229
Power and IR drop assume default switching activity.
