`flow/run.sh`:
```
#!/bin/bash
# OpenROAD 26Q1-2900-gdf79404cd8, Yosys 0.63+post, stock flow scripts
make -C /OpenROAD-flow-scripts/flow DESIGN_CONFIG=/design/flow/config.mk WORK_HOME=/design/flow/orfs finish
```
`flow/config.mk`:
```
export PLATFORM = sky130hd
export DESIGN_NAME = CountdownTimer
export DESIGN_NICKNAME = CountdownTimer
export VERILOG_FILES = /design/flow/design.v
export SDC_FILE = /design/flow/constraint.sdc
export NUM_CORES = 4
export LEC_CHECK = 1
export CORE_AREA = 10 10 101 101
export DIE_AREA = 0 0 111 111
```
`flow/constraint.sdc`:
```
current_design CountdownTimer

set clk_period 12.8
set clk_io_pct 0.2

create_clock -name clk0 -period $clk_period [get_ports {clock}]

set non_clock_inputs [all_inputs -no_clocks]
set_input_delay [expr $clk_period * $clk_io_pct] -clock clk0 $non_clock_inputs
set_output_delay [expr $clk_period * $clk_io_pct] -clock clk0 [all_outputs]
```
`flow/design.v`:
```
interface C2MInterface
#(
	parameter DWIDTH = 512, AWIDTH = 32
)
(
	input logic clock,reset
);	
logic [DWIDTH-1:0] data_tran; 	 
logic [AWIDTH-1:0] addr;		 
logic rw;						 
logic valid_tran;				 
logic [2:0] tag_tran;			 
logic ack_tran;					 
logic full;						 
logic [DWIDTH-1:0] read_data;	 
logic [2:0] tag_data;			 
logic ack_data;					 
logic valid_data;				 
modport Cache_tran	(
						input 	ack_tran,tag_tran,full,reset,clock,
						output  addr, data_tran, rw, valid_tran
					);
modport Cache_data 	(
						input read_data,reset,clock,tag_data,valid_data,
						output ack_data
					);
modport Mem_tran	(
						input clock,reset,addr,data_tran,rw,valid_tran,
						output 	ack_tran,tag_tran,full
					);
modport Mem_data	(
						input ack_data,reset,clock,
						output read_data,tag_data,valid_data						
					);
endinterface
interface ControllerIF(input logic clock,reset);
logic [2-1:0] bank;
logic [2-1:0] bankgroup;
logic [15-1:0] row;
logic [10-1:0] column;
logic [512-1:0] DataIn;
logic [32-1:0] AddrIn;
logic rw_in;
logic start,done,valid,buff;
logic [3-1:0] tagfsm;
logic [512-1:0] DataOut;
logic [32-1:0] AddrOut;
logic rw_out,full,refresh,ap; 
logic [3 -1:0]tagread, tag;
logic PageMiss, PageEmpty;
logic [1:0] PageHit;
assign row = AddrOut [31:17];
assign bank = AddrOut[16:15];
assign column = {AddrOut[14:8],AddrOut[5:3]};
assign bankgroup = AddrOut[7:6];
modport Sched_FSM 	(
											output 	DataOut,AddrOut,rw_out,refresh,ap,start,tagread,PageMiss,PageEmpty,PageHit,
											input 	done,buff,tagfsm,reset,clock
										);
modport FSM_Sched	(
											output 	done,buff,tagfsm,
											input 	DataOut,bank,bankgroup,row,column,rw_out,refresh,ap,start,tagread,PageMiss,PageEmpty,PageHit
										);
modport Sched_Cache	(
											output tag,full,
											input DataIn,AddrIn,rw_in,valid,clock,reset
										);
endinterface
module CountdownTimer(clock, Reset, HitZero,Load);
input clock;
input Reset;
input logic [31:0] Load;
output HitZero;
reg [31:0] Count;
assign HitZero = (Count == 0);
always @(posedge clock)
begin
if (Reset)
    Count <= Load;
else
    Count <= Count - 1;
end
endmodule
```
==> run summary <==
fresh numbers from the pnr run: result of the run finished clean, count of cells along the worst register-to-register path 6, number of I/O port buffers 34, FP Util 0.205, buffers from clock root to sink, at most 2, total number of placement rows 33, post-route antenna net violation count 0, total track usage 0.0726, final weighted congestion in routability-driven placement 0.798, area used by sequential logic in the layout 641 µm², CTS clock-pin slew for the worst setup and hold paths 0.06 ns, area growth from synthesis to final layout 30.5%, htree depth 2, vias in the first global route 1606, Critical Path Start Type flip-flop, area inside the core boundary 0.00813 mm², min-delay worst type reg -> reg, measured slew at the worst slew-check pin 0.581 ns, count of instantiated cells in the yosys netlist 203, unrepaired setup endpoints after global routing no, clock insertion delay at the later pin of the skew report 0.28 ns, share of the synthesized area in the top cell type 0.384, post-synthesis instance total around 200, number of warning messages in the yosys log 1, average cell area after synthesis 8.22 µm², commonest cells after routing, fill and taps aside clkdlybuf4s50_1 (34), dfxtp_1 (32), nor2_1 (19), or4_1 (17), nand2_1 (16), timing-limited maximum frequency approximately 190 MHz, Syn Std Cell Area 0.00167 mm², setup slack, reg-to-reg 10.15 ns, Pwr per Cell Area between 100 and 150 mW/mm², vias after detailed routing roughly 1600, worst slew margin relative to its limit 0.609, simple-gate area share of the yosys netlist 0.286, number of gates resized after cts 0, Required @ worst endpoint 10.24 ns, number of pins exceeding their max-slew limit in the final report 0, hpwl dp approximately 3200 µm, async set-or-reset flop fraction in the synthesized netlist 0, boundary pin count 35, sequential fraction of the synthesis area 0.384, TritonCTS clock tree yes, ant diodes 0, register with the most flip-flops Count, largest family of logic cells by area simple AND/OR/NAND/NOR gates, largest net degree at the start of global routing 37, final worst setup slack 7.50 ns, Die Span Y 111 µm, critical path launch point Count[0], fraction of synthesized cell area in xor and xnor cells 0.0420, setup skew after layout 0.00365 ns, average vias per placed instance about 4.7, Crit Reg-Reg Endpoint Count[22], post-cts hold-fix buffer tally 0, arrival time worst endpoint 2.74 ns, post-synthesis cell type with the largest combined area dfxtp_1, Critical Path Fanout Max 5, Hold Startpoint Count[23], area fraction in compound gates 0.233, routed wire length per instance 13.4 µm, share of post-route cells with drive strength above 1 0.0652, final critical-path required period 5.30 ns, largest registers Count: 32 flops, arithmetic-cell share of the synthesized area counting full adders, half adders and majority gates 0.00750, count of clock tree sinks 32, most common cell after layout, fill and taps aside clkdlybuf4s50_1, number of warnings in the stage logs 25, overall die area 0.0123 mm², peak ir drop on the vdd network 0.0000337 V, final-layout setup total negative slack 0 ns, remaining routing DRC violations 0, global-route wire length before repair 7750 µm, final hold violation count 0, filler instances 851, number of enable flip-flop cells 0, number of storage elements in the synthesis netlist 32, area figure in the yosys stat output 0.00167 mm², hold path endpoint Count[23], fraction of the cycle the final worst path needs 0.414, category of the most critical setup path reg -> out, tally of unique sky130hd cells used after synthesis 30, area fraction in mux cells 0, root buffer cell clkbuf_8, initial antenna violation count 0, number of instances on the worst hold path 2, worst setup slack after placement between 7 and 8 ns, Synth Flop Type dfxtp_1, GR Overflow Total 0, number of flip-flops in the largest register 32, FF-to-FF Start Count[0], Max Cap Violations 0, top area cells in the synthesized netlist dfxtp_1 (38%), or4_1 (7.7%), a31oi_1 (5.3%), crit end category primary output, die width 111 µm, number of CTS-inserted buffers 5, Post-CTS Setup Inserts 0, final WL 4500 µm, Starting DRT DRC Count 49, Final setup violation count 0, Detailed Routing Iterations Pass 1 4, combinational cell area excluding buffers and inverters around 950 µm², static leakage 0.000712 µW
[per-layer routing]
| layer | up-vias | GRT usage | wire length, µm |
|---|---|---|---|
| li1 | 831 | - | - |
| met1 | 697 | 0.101 | 2310 |
| met2 | 40 | 0.108 | 1820 |
| met3 | 6 | 0.0257 | 330 |
| met4 | 0 | 0.00955 | 42 |
| met5 | - | 0 | 0 |
[cells by family (layout without fill, tap and decap cells)]
family                   count (synthesis)  after routing
XOR/XNOR                                 8              8
buffers and inverters                   20             47
AND/OR/NAND/NOR                         85             85
AND-OR/OR-AND                           57             57
adder cells (fa/ha/maj)                  1              1
flip-flops                              32             32
[metrics by stage]
stage           util  instance area [µm²]  power, µW  hold WS (ns)  cells
6_report       0.267                 2180        240         0.464    335
5_1_grt        0.267                 2180        255         0.481    335
4_1_cts        0.267                 2180        243         0.468    335
3_5_place_dp   0.256                 2090        162         0.459    327
3_3_place_gp   0.256                 2090        162         0.446    327
2_1_floorplan      -                 1670        145         0.436    203
[critical path, cell delays in order (launching register included)]
cell             delay [ns]
dfxtp_1                0.33
inv_1                  0.06
ha_1                   0.19
or3b_2                 0.52
nor4_1                 0.48
nand2_1                0.14
nor3_1                 0.23
clkdlybuf4s50_1        0.50
[power breakdown]
group | total [µW] | leakage [µW] | internal [µW] | switching [µW]
logic | 39.9 | 0.000397 | 22.5 | 17.4
registers | 121 | 0.000270 | 110 | 10.2
clock network | 79.8 | 0.0000455 | 43.8 | 36.0
total | 240 | 0.000712 | 177 | 63.6
[how the worst max path moves through the flow]
stage / slack [ns] / end
4_1_cts: 7.52 / HitZero
5_1_grt: 7.37 / HitZero
6_report: 7.50 / HitZero
[cell usage after synthesis (all sizes together) (2+ instances only)]
cell type and n:
buf 4, clkbuf 13, nor4 7, o21ai 12
inv 3, nor3 4, nand4b 2, or4 17
xnor2 7, o31ai 10, nand2 16, a21o 3
o41ai 6, or2 6, o311ai 4, a31oi 14
dfxtp 32, nand4bb 2, nor2 19, nand3 2
or3 8, a21oi 4
[area by class of cell]
cell class                      count  area share
Clock buffer                        8      0.0414
Inverter                            3     0.00518
Multi-Input combinational cell    151       0.435
Sequential cell                    32       0.294
Tap cell                          105      0.0604
Timing Repair Buffer               36       0.163
Power figures rest on the tool's default switching activity, not on a simulated workload.
